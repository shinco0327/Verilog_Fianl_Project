<file path="flow/config.mk">
export PLATFORM = sky130hd
export DESIGN_NAME = drop_random
export DESIGN_NICKNAME = drop_random
export VERILOG_FILES = /design/flow/design.v
export SDC_FILE = /design/flow/constraint.sdc
export NUM_CORES = 4
export LEC_CHECK = 1
export CORE_AREA = 10 10 70 70
export DIE_AREA = 0 0 80 80
</file>
<file path="flow/constraint.sdc">
current_design drop_random

set clk_period 1.0
set clk_io_pct 0.2

create_clock -name clk0 -period $clk_period [get_ports {clk}]

set non_clock_inputs [all_inputs -no_clocks]
set_input_delay [expr $clk_period * $clk_io_pct] -clock clk0 $non_clock_inputs
set_output_delay [expr $clk_period * $clk_io_pct] -clock clk0 [all_outputs]
</file>
<file path="flow/design.v">
module drop_random(clk, easy_t, normal_t, extreme_t);
    input clk;
    reg rst;
    wire [4:0] prn;
    output easy_t, normal_t, extreme_t;
    reg [9:0] D123456789 = 6'd1;  
    assign prn[0] = D123456789[1];
    assign prn[1] = D123456789[9];
    assign prn[2] = D123456789[3];
    assign prn[3] = D123456789[5];
    assign prn[4] = D123456789[7];
    assign easy_t = prn[2] & prn[0] & prn[1]; 
    assign normal_t = prn[1] | prn[2];
    assign extreme_t = prn[1] | prn[2] | prn[4];
    always @ (posedge rst or posedge clk)
    if (rst)
        begin
            D123456789 <= 10'd1;
        end
    else
        begin
            D123456789[1] <= D123456789[0];
            D123456789[2] <= D123456789[1];
            D123456789[3] <= D123456789[2];
            D123456789[4] <= D123456789[3];
            D123456789[5] <= D123456789[4];
            D123456789[6] <= D123456789[5];
            D123456789[7] <= D123456789[6];
            D123456789[8] <= D123456789[7];
            D123456789[9] <= D123456789[8];
            D123456789[0] <= D123456789[9] ^ D123456789[8];
        end
    initial begin 
        rst = 1;
        #5 rst = 0;
    end
endmodule
</file>
<file path="flow/run.sh">
#!/bin/bash
# OpenROAD 26Q1-2900-gdf79404cd8, Yosys 0.63+post, stock flow scripts
make -C /OpenROAD-flow-scripts/flow DESIGN_CONFIG=/design/flow/config.mk WORK_HOME=/design/flow/orfs finish
</file>
==> impl_metrics.json <==
{
  "outcome": "finished, violations left",
  "violations": "negative setup slack",
  "reg2reg_slack_ns": 0.07,
  "die_area_sq_um": 6400,
  "crit_fanout": 4,
  "top_regs": "D123456789: 10 flops",
  "yosysCellCount": 14,
  "cp_data_required_time_ns": 0.80,
  "n_antenna_cell": 0,
  "grt_pass1_wl_um": 703,
  "yosys_warnings": 1,
  "cp_top_family": "simple AND/OR/NAND/NOR gates",
  "async_flop_share_pct": 0,
  "rr_startpoint": "D123456789[9]",
  "grt_pass1_vias": 155,
  "coreArea_sq_um": 3420,
  "rows": 21,
  "cp_num_cells": 2,
  "path_cells": "or3_1 > buf_2",
  "wire_per_inst_um": 6.14,
  "top_register": "D123456789",
  "timing.hold.ws_ns": 0.326,
  "die_w_um": 80,
  "seq_area_frac_synth_pct": 87.4,
  "common_cells": "dfxtp_1, and3_2, or2_1, or3_1, xor2_1",
  "flop_cell": "dfxtp_1",
  "drtIter0Drc": 2,
  "syn_avg_cell_area_sq_um": 16.4,
  "cts_buffers": 3,
  "period_used_pct": 126,
  "cts.sinks": 10,
  "yosys_area_sq_um": 229,
  "vias_per_cell": 1.86,
  "top_area_cell": "dfxtp_1",
  "worstSetupEndpoint": "extreme_t",
  "fp_util_pct": 6.70,
  "crit_buf_inv": 1,
  "cts_tree": "done",
  "path_clk_slew_ns": 0.06,
  "drt_wl_total_um": 430,
  "startpoint": "D123456789[3]",
  "placement.io_buffers": 3,
  "max_stage_delay_ns": 0.34,
  "p_leak_uw": 0.000163,
  "place_hpwl_um": 297,
  "die_y_um": 80,
  "cap_violations": 0,
  "rsz0062_at_grt": "yes",
  "grt_max_degree": 7,
  "layout_min_cycle_time_ns": 1.26,
  "critPathArrivalTime_ns": 1.06,
  "drive_gt1_share_pct": 54.2,
  "top_cell_area_share_pct": 87.4,
  "top_cells_by_area": "dfxtp_1, xor2_1, and3_2",
  "synth_flops": 10,
  "clk_latency_ns": 0.26,
  "final.setup_skew_ns": 0.00194,
  "slew_violations": 0,
  "grt_usage_pct": 1.51,
  "io_pins": 4,
  "dpl_worst_slack_ns": -0.323,
  "top_cell": "dfxtp_1",
  "ant_nets": 0,
  "timing.fmax_ghz": 0.792,
  "drt_pass1_iterations": 2,
  "cts_root_buffer": "clkbuf_4",
  "clk_path_buf_depth": 2,
  "log.warning_count": 27,
  "path_class": "reg2out",
  "holdBufCountCts": 0,
  "overflow": 0,
  "r2r-end": "D123456789[0]",
  "fin_setup_tns_ns": -0.653,
  "crit_path_top_delay_cell": "or3_1",
  "routabilityCongestion": 0.633,
  "p_per_area_nw_per_um2": 2050,
  "ys_types": 5,
  "drc": 0,
  "h-tree-depth": 1,
  "r2r_cells": 4,
  "fin_ws_ns": -0.262,
  "fin_util_pct": 10.7,
  "largest_reg_flops": 10,
  "netlist_area_sq_um": 229,
  "postSynthCellCount": 14,
  "vdd_drop_max_v": 0.00102,
  "setup_viol": 3,
  "vias": 130,
  "crit_path_end_kind": "primary output",
  "tightest_slew_ns": 0.123,
  "max-slew-margin-rel_pct": 91.8,
  "worst_setup_path_start_kind": "flop",
  "min_path_type": "reg2reg",
  "area_growth_pct": 60.1,
  "edf_count": 0,
  "hold_viol": 0,
  "antenna_found_initial": 0
}
[layer usage]
layer,routed length [um],vias to the layer above,track usage [%]
li1,-,65,-
met1,223,58,1.75
met2,127,7,1.61
met3,79,0,1.93
met4,0,0,0.352
met5,0,-,0
[layout make-up]
class,count,area (sq um)
Sequential cell,10,203
Clock buffer,4,36.3
Multi-Input combinational cell,4,28.8
Fill cell,400,3050
Timing Repair Buffer,6,41.3
Tap cell,46,57.6
[timing repair]
item | 4_1_cts | 5_1_grt
setup buffers | 2 | 0
setup endpoints to repair | 3 | 3
gates resized | 13 | 0
pin swaps | 2 | 0
[through the flow]
step | instances | total power [uW] | area (sq um)
3_3_place_gp | 64 | 407 | 324
5_1_grt | 70 | 794 | 367
3_5_place_dp | 64 | 407 | 324
2_1_floorplan | 14 | 407 | 229
4_1_cts | 70 | 760 | 367
6_report | 70 | 750 | 367
[kinds of logic after synthesis]
family           Yosys count  share of synthesized area [%]
flip-flops                10                           87.4
AND/OR/NAND/NOR            3                           8.75
XOR/XNOR                   1                           3.83
[cell usage in the layout, fill, tap and decap left out, drive strengths merged]
master  netlist  routed
dfxtp        10      10
buf           0       6
clkbuf        0       4
or2           1       1
or3           1       1
xor2          1       1
and3          1       1
[power breakdown]
| part | total (uW) | internal, uW | switching (uW) |
|---|---|---|---|
| logic | 0.0000607 | 0 | 0 |
| clock network | 352 | 221 | 131 |
| registers | 398 | 398 | 0 |
| total | 750 | 619 | 131 |
[worst min-delay path by stage]
stage | from | to | depth (start not counted)
after global routing | D123456789[0] | D123456789[1] | 0
after CTS | D123456789[0] | D123456789[1] | 0
final | D123456789[0] | D123456789[1] | 0
No activity file was given, so power comes from the tool's default toggle rates.
